==> /design/flow/design.v <==
module bitsign(output [2:0]z, input [7:0]x);
  assign
    z[0]=(x[1]&~x[2]&~x[3]&~x[4]&~x[5]&~x[6]&~x[7]) | (x[3]&~x[4]&~x[5]&~x[6]&~x[7]) | (x[5]&~x[6]&~x[7]) | x[7];
  assign
    z[1]=(x[2]&~x[3]&~x[4]&~x[5]&~x[6]&~x[7]) | (x[3]&~x[4]&~x[5]&~x[6]&~x[7]) | (x[6]&~x[7]) | x[7];
  assign
    z[2]=(x[4]&~x[5]&~x[6]&~x[7]) | (x[5]&~x[6]&~x[7]) | (x[6]&~x[7]) | x[7];
endmodule
==> /design/flow/run.sh <==
#!/bin/bash
# OpenROAD 26Q1-2900-gdf79404cd8, Yosys 0.63+post, stock flow scripts
make -C /OpenROAD-flow-scripts/flow DESIGN_CONFIG=/design/flow/config.mk WORK_HOME=/design/flow/orfs finish
==> /design/flow/config.mk <==
export PLATFORM = sky130hd
export DESIGN_NAME = bitsign
export DESIGN_NICKNAME = bitsign
export VERILOG_FILES = /design/flow/design.v
export SDC_FILE = /design/flow/constraint.sdc
export NUM_CORES = 4
export LEC_CHECK = 1
export CORE_AREA = 10 10 70 70
export DIE_AREA = 0 0 80 80
==> /design/flow/constraint.sdc <==
current_design bitsign

set clk_period 1.2
set clk_io_pct 0.2

create_clock -name clk0 -period $clk_period

set non_clock_inputs [all_inputs -no_clocks]
set_input_delay [expr $clk_period * $clk_io_pct] -clock clk0 $non_clock_inputs
set_output_delay [expr $clk_period * $clk_io_pct] -clock clk0 [all_outputs]
==> impl_metrics.ini <==
; flow metrics
[synthesis]
syn_area_um2 = 53.8
top_area_frac = 0.233
largest_area_cell = o31ai_2
ys_area_um2 = 53.8
compound_area_frac = 0.581
yosysSeqAreaShare = 0
synth_xor_xnor_area_share = 0
yosys.area_share.simple = 0.279
syn_area_per_cell_um2 = 5.38
synth.top_cells.by_area = o31ai_2 23%, a21oi_2 16%, nand2_1 14%
synth_cells = 10
mux_share = 0
logic_family = AND-OR/OR-AND gates
yosysWarnings = 0
yosys_cells = 10
synth.distinct_cells = 8
adder_share = 0

[final_layout]
drive_above_1_share = 0.636
fillerInstances = 413
stdcell_count = 68
final-comb-area_um2 = 63.8
flop_area_um2 = 0
n_clock_buffer = 0
area_delta_synth_final_pct = 321
ff_count = 0

[routing]
drc = 0
viasPerCell = 1.76
wl_per_cell_um = 4.72
first_iter_violations = 0
vias = 120
wl_um = 321
first_pass_iters = 1
antenna_left = 0
n_antenna_cell = 0

[pwr]
internal_power_w = 0.0000301
power_frac_comb = 1.000
peakVddDrop_mv = 0.0183
p_sw_frac = 0.397
p_switching_w = 0.0000199
power_density_nw_per_um2 = 221
clkPwrFrac = 0
pwr-share-seq = 0
p_leak_nw = 0.0746

[run]
drv_cap = 0
warnings = 33

[place]
numPortBuffers = 10
pre_cts_slack_ns = -0.511
placed_cells = 66
gp_congestion = 0.791

[sta]
drv_slew = 0
fin_ws_ns = 0.0693
finalSetupViolations = 0
rsz0062_at_grt = no
fin_hold_ws_ns = 0.726
relSlewSlack = 0.886
finalCriticalPeriod_ns = 1.13
worst_slew_pin_slew_ns = 0.170
min_period_over_period = 0.942
fmax_ghz = 0.884
final_hold_viol_count = 0

[critical_path]
worstPathArrival_ns = 0.89
end_kind = output pin
worst-setup-path-type = input pin to output pin
cp.required_ns = 0.96
worst_setup_path_start_kind = input pin
path_max_fanout = 2

[status]
status = completed

[global_route]
grt_pass1_vias = 123
gr-total-overflow = 0
grt_usage = 0.00924
grt_max_degree = 4
antenna_found_initial = 0
grt_pass1_wl_um = 517

[floorplan]
dieWidth_um = 80
pin_count = 11
core_um2 = 3420
fp_util = 0.0158
chipArea_um2 = 6400
rows = 21
die.size.y_um = 80

[clock_tree]
cts_hold_buf = 0

[hold_path]
hold_class = input pin to output pin
[routing by layer]
metal | up-vias | track usage | wire length, µm
li1 | 58 | - | -
met1 | 52 | 0.0125 | 164
met2 | 10 | 0.0136 | 86
met3 | 0 | 0.00455 | 70
met4 | 0 | 0 | 0
met5 | - | 0 | 0
[synth_stat cells]
library cell	n
a21oi_1	1
a21oi_2	1
clkinv_1	1
inv_2	1
nand2_1	2
nor2_1	2
o21ai_0	1
o31ai_2	1
[worst max-delay path, cell delays in order]
cell and delay [ns]:
dlygate4sd2_1 0.25, clkinv_1 0.06, a21oi_2 0.05, o31ai_2 0.17
buf_2 0.13
[metrics by stage]
| stage | total power, W | area, µm² | util | setup TNS, ns |
|---|---|---|---|---|
| 6_report | 0.0000500 | 226 | 0.0663 | 0 |
| 3_5_place_dp | 0.0000482 | 211 | 0.0619 | -1.38 |
| 5_1_grt | 0.0000554 | 226 | 0.0663 | 0 |
| 2_1_floorplan | 0.00000992 | 53.8 | - | 0 |
| 3_3_place_gp | 0.0000474 | 211 | 0.0619 | -1.37 |
| 4_1_cts | 0.0000487 | 223 | 0.0652 | 0 |
[worst paths after layout]
path                  start  endpoint  slack, ns  cells after the start
worst max-delay path   x[2]      z[0]       0.07                      5
worst min-delay path   x[4]      z[0]       0.73                      3
[cell type report]
| type | count | share of cell area |
|---|---|---|
| Timing Repair Buffer | 12 | 0.431 |
| Tap cell | 46 | 0.254 |
| Inverter | 2 | 0.0331 |
| Multi-Input combinational cell | 8 | 0.282 |
[placed cells by master (no fill, tap or decap)]
cell	count
buf_6	2
buf_2	3
clkdlybuf4s15_1	1
o31ai_2	1
o21ai_2	1
buf_4	2
nor2_2	1
nor2_4	1
nand2_1	2
clkinv_1	1
a21oi_2	2
inv_2	1
dlygate4sd2_1	4
[repair_timing]
action                                  4_1_cts  5_1_grt
setup buffers                                 2        0
pin swaps                                     5        1
resized                                      32        1
endpoints found under the setup margin        3        2
[kinds of logic (layout without fill, tap and decap cells)]
kind of cell	Yosys count	count (layout)
simple gates	4	4
compound gates	4	4
buf+inv	2	14
[power groups by stage]
stage | Combinational, W | Clock, W | Sequential, W
6_report | 0.0000500 | 0 | 0
5_1_grt | 0.0000554 | 0 | 0
4_1_cts | 0.0000487 | 0 | 0
Power figures rest on the tool's default switching activity, not on a simulated workload.
